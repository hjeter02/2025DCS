==> ./design.v <==
module LN(
    clk,
    rst_n,
    in_valid,
    in_data,
    out_valid,
	out_data
);
input clk;
input rst_n;
input in_valid;
input signed [7:0] in_data;
output logic out_valid;
output logic signed [7:0] out_data;
logic signed [7:0] data [0:7];
logic signed [7:0] data_nxt [0:7];
logic [2:0] cnt, cnt_nxt;
logic signed [11: 0] sum, sum_reg, acc, acc2;
logic signed [7:0] mean, mean_reg, xi, xi_reg;  
logic signed [8:0] xi_mean, abs, xi2, xi2_reg;  
logic signed [11: 0] sum2, sum2_reg;
logic signed [7:0] vrc, vrc_reg;
logic signed [8:0] data2 [0:7];
logic signed [8:0] data2_nxt [0:7];
logic signed [7:0] out_data_nxt;
logic out_valid_nxt;
logic valid [17:0];
always @(posedge clk) begin
        valid[0] <= (in_valid)? in_valid : 0;
        for (integer i = 1; i < 18; i = i + 1) begin
            valid[i] <= valid[i - 1];
        end
end
always @(posedge clk, negedge rst_n) begin
    if (!rst_n)
        cnt <= 0;
    else 
        cnt <= cnt_nxt;
end
always @(*) begin
    cnt_nxt = 0;
    if (in_valid || out_valid) begin  
        cnt_nxt = (cnt == 7)? 0 : cnt + 1;
    end
end
always @(posedge clk) begin
        data[0] <= data_nxt[0];
        data[1] <= data_nxt[1];
        data[2] <= data_nxt[2];
        data[3] <= data_nxt[3];
        data[4] <= data_nxt[4];
        data[5] <= data_nxt[5];
        data[6] <= data_nxt[6];
        data[7] <= data_nxt[7];
end
always @(*) begin
    for (integer i = 0; i < 8; i = i + 1) begin
        data_nxt[i] = data[i];
    end
    if (in_valid || out_valid) begin
        data_nxt[0] = in_data;
        for (integer i = 1; i < 8; i = i + 1) begin
        data_nxt[i] = data[i-1];
        end
    end
end
assign acc = (cnt == 0)? 0 : sum_reg;
always @(*) begin
    sum = (in_valid)? acc + in_data : 0;
    mean = sum_reg / 8;  
end
always @(posedge clk, negedge rst_n) begin
    if (!rst_n)
        mean_reg <= 0;
    else if (cnt == 0)
        mean_reg <= mean;
end
always @(posedge clk) begin
        sum_reg <= sum;
end
always @(*) begin
    xi = data[7];
    xi_mean = xi_reg - mean_reg;
end
always @(posedge clk) begin
        xi_reg <= xi;
end
always @(posedge clk) begin
        data2[0] <= data2_nxt[0];
        data2[1] <= data2_nxt[1];
        data2[2] <= data2_nxt[2];
        data2[3] <= data2_nxt[3];
        data2[4] <= data2_nxt[4];
        data2[5] <= data2_nxt[5];
        data2[6] <= data2_nxt[6];
        data2[7] <= data2_nxt[7];
end
always @(*) begin
    for (integer i = 0; i < 8; i = i + 1) begin
        data2_nxt[i] = data2[i];
    end
    if (in_valid || out_valid) begin  
        data2_nxt[0] = xi_mean;
        for (integer i = 1; i < 8; i = i + 1) begin
            data2_nxt[i] = data2[i-1];
        end
    end
end
always @(*) begin
    abs = (xi_mean[8])? ~(xi_mean - 1) : xi_mean;
end
assign acc2 = (cnt == 1)? 0 : sum2_reg;
always @(*) begin
    sum2 = acc2 + abs;
    vrc = sum2_reg / 8;
end
always @(posedge clk, negedge rst_n) begin
    if (!rst_n)
        vrc_reg <= 0;
    else if (cnt == 1)
        vrc_reg <= vrc;
end
always @(posedge clk, negedge rst_n) begin
    if (!rst_n)
        sum2_reg <= 0;
    else 
        sum2_reg <= sum2;
end
always @(*) begin
    out_valid_nxt = valid[17];
end
always @(*) begin
    xi2 = data2[7];
    out_data_nxt = xi2_reg / vrc_reg;
end
always @(posedge clk) begin
        xi2_reg <= xi2;
end
always @(posedge clk, negedge rst_n) begin
    if (!rst_n)
        out_data <= 0;
    else 
        out_data <= (out_valid_nxt)? out_data_nxt : 0;
end
always @(posedge clk, negedge rst_n) begin
    if (!rst_n)
        out_valid <= 0;
    else 
        out_valid <= out_valid_nxt;
end
endmodule
==> ./run.sh <==
#!/bin/bash
# OpenROAD 26Q1-2900-gdf79404cd8, Yosys 0.63+post, stock flow scripts
make -C /OpenROAD-flow-scripts/flow DESIGN_CONFIG=/design/flow/config.mk WORK_HOME=/design/flow/orfs finish
==> ./config.mk <==
export PLATFORM = sky130hd
export DESIGN_NAME = LN
export DESIGN_NICKNAME = LN
export VERILOG_FILES = /design/flow/design.v
export SDC_FILE = /design/flow/constraint.sdc
export NUM_CORES = 4
export LEC_CHECK = 1
export CORE_UTILIZATION = 30
==> ./constraint.sdc <==
current_design LN

set clk_period 26.7
set clk_io_pct 0.2

create_clock -name clk0 -period $clk_period [get_ports {clk}]

set non_clock_inputs [all_inputs -no_clocks]
set_input_delay [expr $clk_period * $clk_io_pct] -clock clk0 $non_clock_inputs
set_output_delay [expr $clk_period * $clk_io_pct] -clock clk0 [all_outputs]
==> flow_summary_export.csv <==
group,metric,value,unit
clocking,hold_buffers,0,
status,outcome,"finished clean",
setup_path,r2r_end,"out_data[6]",
timing,period_minus_slack,15.26,ns
route,diodes,0,
placement,gp_congestion,0.884,
layout,post-route-util,34.9,%
clocking,numCtsBuffers,24,
timing,setup_viol,0,
setup_path,arrival,15.67,ns
setup_path,crit_type,"reg -> reg",
placement,port_buffers,19,
timing,worstMarginPinSlew,0.808,ns
clocking,insertion_delay,0.52,ns
route,drtIter0Drc,356,
run,warning_count,28,
clocking,tritoncts,"done",
global_routing,grt_max_degree,64,
floorplan,core,35400,sq um
route,ant_nets,0,
synthesis,synth_area_leader_cell,"edfxtp_1",
setup_path,worst_setup_path_start_kind,"flip-flop",
setup_path,rr_startpoint,"vrc_reg[0]",
setup_path,r2r_slack,11.44,ns
route,vias_per_cell,4.60,
layout,top_register,"data2",
clocking,cts_sinks,223,
route,wl_per_cell,12.9,um
clocking,cts-root-buf,"clkbuf_16",
timing,rsz0062_at_grt,"no",
floorplan,ios,20,
placement,dpl.hpwl,12600,um
layout,lay_top_count,"edfxtp_1",
global_routing,antenna_found_initial,0,
synthesis,ys_types,79,
floorplan,fp.dieW,191,um
floorplan,dieArea,36600,sq um
timing,setup_tns,0,ns
timing,finalCritPeriodShare,57.2,%
layout,final_layout_top_logic_cells,"136 x edfxtp_1, 88 x ha_1, 47 x dfxtp_1, 46 x inv_1",
setup_path,cpPeakStageDelay,0.59,ns
layout,area.growth.synth_to_final,14.7,%
timing,holdWs,0.320,ns
run,cap_viol_max_count,0,
global_routing,grt_pass1_vias,6085,
clocking,htreeDepth,1,
synthesis,ys_area,10800,sq um
floorplan,dieHeight,191,um
min_path,hold_path.class,"reg -> reg",
clocking,ctsResizeCount,0,
synthesis,ys_seq_elements,223,
route,vias,6411,
synthesis,netlist_area,10800,sq um
clocking,post-cts-setup-buffers,0,
route,postRouteWirelength,17900,um
synthesis,top_cell_area_share,37.9,%
min_path,worstHoldPathCells,0,
setup_path,rr_worst_depth,62,
clocking,cts_buffer_depth,3,
synthesis,avgSynthCellArea,12.4,sq um
min_path,hold_end,"valid[6]",
synthesis,synth_seq_share,56.0,%
floorplan,fp_util,30.4,%
timing,finalHoldViolations,0,
timing,relSlewSlack,45.7,%
route,first_pass_iters,5,
setup_path,cp_common_cell,"ha_1",
synthesis,synth-edff-count,136,
clocking,clk_pin_slew,0.06,ns
min_path,holdCritStartpoint,"valid[5]",
route,post-route-drc-count,0,
setup_path,crit_path_end_kind,"flip-flop",
synthesis,yosysCellCount,871,
global_routing,gr-total-overflow,0,
synthesis,synth_warnings,6,
synthesis,synthTopCellsByArea,"edfxtp_1 38%, ha_1 10%, dfrtp_1 9.3%",
floorplan,std_cell_rows,69,
timing,slew_violations,0,
setup_path,cp_max_fo,17,
timing,fmax,0.0655,GHz
setup_path,cp.required,27.11,ns
setup_path,crit_start,"vrc_reg[0]",
layout,fillCellCount,3425,
setup_path,cp_slowest_cell,"o311a_1",
synthesis,synthCells,871,
global_routing,grt_pass1_wl,30500,um
layout,drive_above_1_share,10.3,%
layout,largest_reg_flops,72,
timing,fin_worst_skew,0.00849,ns
synthesis,async_reset_ff_share,17.9,%
synthesis,flop_cell,"edfxtp_1",
global_routing,grt_usage,10.7,%
layout,reg.largest.list,"data2 (72), data (64), valid (18)",
==> per-layer routing <==
layer	routed length (um)	vias up	GRT usage (%)
li1	-	3285	-
met3	648	26	1.52
met5	0	-	0
met4	243	0	1.62
met2	8220	86	16.4
met1	8830	3014	17.0
==> worst max-delay path by stage <==
stage,end,slack [ns],depth (start not counted)
after CTS,out_data[6],11.52,62
after global routing,out_data[7],10.17,62
final,out_data[6],11.44,62
==> logic make-up (layout without fill, tap and decap cells) <==
family	count (synthesis)	after routing	share of synthesized area [%]
flip-flops	223	223	56.0
AND-OR/OR-AND	167	167	10.6
buffers and inverters	61	122	2.22
adder cells (fa/ha/maj)	91	91	10.8
other	1	1	0.0348
XOR/XNOR	70	70	5.84
AND/OR/NAND/NOR	233	233	11.9
multiplexers	25	25	2.62
==> final cells by class <==
class,instances,area [sq um],area share (%)
Sequential cell,223,6030,48.8
Clock buffer,34,678,5.49
Timing Repair Buffer,31,275,2.23
Multi-Input combinational cell,587,4510,36.5
Clock inverter,10,105,0.851
Tap cell,461,577,4.67
Inverter,47,179,1.45
==> metrics by stage <==
step | instance area [sq um] | worst slack [ns] | cells
floorplan | 10800 | 12.39 | 871
global route | 12300 | 10.17 | 1393
finish | 12300 | 11.44 | 1393
CTS | 12300 | 11.52 | 1393
detailed placement | 11600 | 11.56 | 1349
global placement | 11600 | 11.82 | 1349
==> critical path, delay by kind of cell (launching register included) <==
family,cells,cell delay [ns]
xor+xnor,1,0.18
simple gates,15,3.74
fa+ha+maj,10,2.63
buf+inv,5,0.97
mux,5,1.76
compound gates,26,5.44
flops,1,0.45
==> Yosys cell counts (all sizes together), types with 3 or more instances <==
master	number
nor3	16
nand2b	11
and2	42
dfrtp	40
dfxtp	47
mux2	19
nor4	3
buf	3
o31a	6
inv	47
xnor2	37
or4	3
a21oi	40
o31ai	7
o311ai	3
a211oi	6
nor2	39
a31oi	9
xor2	32
nor2b	19
mux2i	6
nand4	4
and3	7
o21bai	3
or2	8
edfxtp	136
a21o	11
fa	3
nand3	20
or3	11
o21ai	38
o21a	13
o311a	3
ha	88
nand2	41
clkbuf	11
