[flow/design.v]
module SPMV(
    clk, 
	rst_n, 
	in_valid, 
	weight_valid, 
	in_row, 
	in_col, 
	in_data, 
	out_valid, 
	out_row, 
	out_data, 
	out_finish
);
input clk, rst_n; 
input in_valid, weight_valid; 
input [4:0] in_row, in_col; 
input [7:0] in_data; 
output logic out_valid; 
output logic [4:0] out_row; 
output logic [20:0] out_data; 
output logic out_finish; 
parameter IDLE = 2'b00;
parameter INV = 2'b01;
parameter INM = 2'b11;
parameter OUTV = 2'b10;
logic [1:0] cur_state;
logic [1:0] next_state;
logic [7:0] vector_next [0:31];
logic [7:0] vector [0:31];
logic [7:0] v_reg;
logic [4:0] in_row_reg;
logic [4:0] in_row_reg_2;
logic [4:0] in_row_tmp;
logic [7:0] in_data_reg;
logic acc_rst;
logic [17:0] acc;
logic [17:0] sum;
logic [17:0] sum_reg;
logic [17:0] data [0:31];
logic [17:0] data_reg [0:31];
logic [31:0] row_valid;
logic [31:0] row_valid_f;
always_ff @(posedge clk, negedge rst_n) begin
    if (!rst_n)
        cur_state <= IDLE;
    else 
        cur_state <= next_state;
end
always_comb begin
	case (cur_state)
	IDLE: next_state = (in_valid) ? INV : IDLE;
	INV: next_state = (weight_valid) ? INM : cur_state;
	INM: next_state = (!weight_valid) ? OUTV : cur_state;
	OUTV: next_state = (out_finish) ? IDLE : cur_state;
	endcase
end
genvar i;
generate
	for (i = 0; i < 32; i = i + 1) begin
		always_comb begin
			vector_next[i] = vector[i];
			if (in_valid) begin  
				if ((i == in_row))
					vector_next[i] = in_data;
			end
		end
	end
endgenerate
generate
	for (i = 0; i < 32; i = i + 1) begin
		always_ff @(posedge clk, negedge rst_n) begin
			if (!rst_n) begin
				vector[i] <= 0;
			end
			else if (in_valid) begin 
				vector[i] <= vector_next[i];
			end
			else if (out_finish) begin
				vector[i] <= 0;
			end
		end
	end
endgenerate
assign in_row_tmp = (weight_valid)? in_row : 0;  
always_ff @(posedge clk, negedge rst_n) begin
	if (!rst_n)
		acc_rst <= 0;
	else if ((cur_state[1]) && (in_row_tmp != in_row_reg))  
		acc_rst <= 1;
	else
		acc_rst <= 0;
end	
assign acc = ((acc_rst))? 0 : sum_reg;
assign sum = acc + (v_reg * in_data_reg);  
always_ff @(posedge clk) begin
    in_row_reg <= in_row_tmp;
	in_row_reg_2 <= in_row_reg;
end
always_ff @(posedge clk, negedge rst_n) begin
	if (!rst_n)
        in_data_reg <= 0;
    else if (weight_valid || (cur_state == INM))  
        in_data_reg <= in_data;
	else if (out_finish)
		in_data_reg <= 0;
end
always_ff @(posedge clk, negedge rst_n) begin
	if (!rst_n)
        v_reg <= 0;
    else if (weight_valid || (cur_state == INM))  
        v_reg <= vector[in_col];
	else if (out_finish)
		v_reg <= 0;
end
always_ff @(posedge clk, negedge rst_n) begin
	if (!rst_n)  
        sum_reg <= 0;
    else if (weight_valid || (cur_state == INM))  
        sum_reg <= sum;
	else if (out_finish)
		sum_reg <= 0;
end
generate
	for (i = 0; i < 32; i = i + 1) begin
		always_comb begin
			data[i] = data_reg[i];
			if ((acc_rst) && (sum_reg != 0) && (i == in_row_reg_2)) begin  
				data[i] = sum_reg;
			end
		end
	end
endgenerate
generate
    for (i = 0; i < 32; i = i + 1) begin
        always @(posedge clk) begin  
            data_reg[i] <= data[i];
	    end 
end
endgenerate
always_comb begin
    for (integer i = 0; i < 32; i = i + 1) begin
        row_valid[i] = row_valid_f[i];
    end
    if ((acc_rst) && ((sum_reg != 0)))  
        row_valid[in_row_reg_2] = 1;
	if (cur_state == OUTV)  
		row_valid[out_row] = 0;
end
always_ff @(posedge clk, negedge rst_n) begin
    if (!rst_n) begin  
        for (integer i = 0; i < 32; i = i + 1) begin
            row_valid_f[i] <= 0;
        end
    end
    else if (out_finish) begin  
        for (integer i = 0; i < 32; i = i + 1) begin
            row_valid_f[i] <= 0;
        end
    end
    else if (cur_state[1] == 1)
        for (integer i = 0; i < 32; i = i + 1) begin
            row_valid_f[i] <= row_valid[i];
        end
end
always_comb begin
    casez (row_valid_f)
        32'b???????????????????????????????1: begin
            out_data = data_reg[0];
            out_row = 0;
        end
        32'b??????????????????????????????10: begin
            out_data = data_reg[1];
            out_row = 1;
        end
        32'b?????????????????????????????100: begin
        out_data = data_reg[2];
        out_row = 2;
        end
        32'b????????????????????????????1000: begin
        out_data = data_reg[3];
        out_row = 3;
        end
        32'b???????????????????????????10000: begin
            out_data = data_reg[4];
            out_row = 4;
        end
        32'b??????????????????????????100000: begin
            out_data = data_reg[5];
            out_row = 5;
        end
        32'b?????????????????????????1000000: begin
            out_data = data_reg[6];
            out_row = 6;
        end
        32'b????????????????????????10000000: begin
            out_data = data_reg[7];
            out_row = 7;
        end
        32'b???????????????????????100000000: begin
            out_data = data_reg[8];
            out_row = 8;
        end
        32'b??????????????????????1000000000: begin 
            out_data = data_reg[9];
            out_row = 9;
        end
        32'b?????????????????????10000000000: begin 
            out_data = data_reg[10];
            out_row = 10;
        end
        32'b????????????????????100000000000: begin 
            out_data = data_reg[11];
            out_row = 11;
        end
        32'b???????????????????1000000000000: begin
            out_data = data_reg[12];
            out_row = 12;
        end
        32'b??????????????????10000000000000: begin
            out_data = data_reg[13];
            out_row = 13;
        end
        32'b?????????????????100000000000000: begin
            out_data = data_reg[14];
            out_row = 14;
        end
        32'b????????????????1000000000000000: begin 
            out_data = data_reg[15];
            out_row = 15;
        end
        32'b???????????????10000000000000000: begin 
            out_data = data_reg[16];
            out_row = 16;
        end
        32'b??????????????100000000000000000: begin 
            out_data = data_reg[17];
            out_row = 17;
        end
        32'b?????????????1000000000000000000: begin 
            out_data = data_reg[18];
            out_row = 18;
        end
        32'b????????????10000000000000000000: begin 
            out_data = data_reg[19];
            out_row = 19;
        end
        32'b???????????100000000000000000000: begin
            out_data = data_reg[20];
            out_row = 20;
        end
        32'b??????????1000000000000000000000: begin
            out_data = data_reg[21];
            out_row = 21;
        end
        32'b?????????10000000000000000000000: begin
            out_data = data_reg[22];
            out_row = 22;
        end
        32'b????????100000000000000000000000: begin 
            out_data = data_reg[23];
            out_row = 23;
        end
        32'b???????1000000000000000000000000: begin 
            out_data = data_reg[24];
            out_row = 24;
        end
        32'b??????10000000000000000000000000: begin 
            out_data = data_reg[25];
            out_row = 25;
        end
        32'b?????100000000000000000000000000: begin 
            out_data = data_reg[26];
            out_row = 26;
        end
        32'b????1000000000000000000000000000: begin 
            out_data = data_reg[27];
            out_row = 27;
        end
        32'b???10000000000000000000000000000: begin 
            out_data = data_reg[28];
            out_row = 28;
        end
        32'b??100000000000000000000000000000: begin
            out_data = data_reg[29];
            out_row = 29;
        end
        32'b?1000000000000000000000000000000: begin
            out_data = data_reg[30];
            out_row = 30;
        end
        32'b10000000000000000000000000000000: begin
            out_data = data_reg[31];
            out_row = 31;
        end
        32'b00000000000000000000000000000000: begin
            out_data = 0;
            out_row = 0;
        end
    endcase
end
assign out_finish = (cur_state == OUTV)? ~(|row_valid) : 0;
assign out_valid = (cur_state == OUTV);  
endmodule
[flow/run.sh]
#!/bin/bash
# OpenROAD 26Q1-2900-gdf79404cd8, Yosys 0.63+post, stock flow scripts
make -C /OpenROAD-flow-scripts/flow DESIGN_CONFIG=/design/flow/config.mk WORK_HOME=/design/flow/orfs finish
[flow/config.mk]
export PLATFORM = sky130hd
export DESIGN_NAME = SPMV
export DESIGN_NICKNAME = SPMV
export VERILOG_FILES = /design/flow/design.v
export SDC_FILE = /design/flow/constraint.sdc
export NUM_CORES = 4
export LEC_CHECK = 1
export CORE_UTILIZATION = 30
[flow/constraint.sdc]
current_design SPMV

set clk_period 7.3
set clk_io_pct 0.2

create_clock -name clk0 -period $clk_period [get_ports {clk}]

set non_clock_inputs [all_inputs -no_clocks]
set_input_delay [expr $clk_period * $clk_io_pct] -clock clk0 $non_clock_inputs
set_output_delay [expr $clk_period * $clk_io_pct] -clock clk0 [all_outputs]
==> impl_metrics.env <==
# yosys + openroad results
export IMPL_worst_endpoint_arrival_ns=5.36
export IMPL_cts_made_buffers=94
export IMPL_path_cells="or4_1, nor4_4, and3_1, or4_1, nor4_1, buf_4, nor3_1, o2111ai_1, nor4_1, and4bb_4, and2_1, clkdlybuf4s50_1"
export IMPL_cp_num_buf_inv=2
export IMPL_postSynthSeqShare_pct=62.9
export IMPL_per_cell_routed_wire_length_um=24.0
export IMPL_power_share_clock_pct=22.3
export IMPL_final_layout_size_suffix_gt1_share_pct=11.3
export IMPL_critPathSlowestCell="sky130_fd_sc_hd__or4_1"
export IMPL_fin_setup_tns_ns=0
export IMPL_critical_path_max_stage_delay_ns=0.80
export IMPL_layout_min_cycle_time_ns=6.82
export IMPL_fill_cell_instance_count_of_the_final_layout=12924
export IMPL_synth_area_top_cells="sky130_fd_sc_hd__edfxtp_1 (42%), sky130_fd_sc_hd__dfrtp_1 (20%), sky130_fd_sc_hd__a21oi_1 (4.5%)"
export IMPL_insertion_delay_ns=0.73
export IMPL_holdWs_ns=0.363
export IMPL_vdd_ir_drop_max_v=0.000489
export IMPL_placement_io_buffers=46
export IMPL_cts_tree="done"
export IMPL_timing_max_slew_rel_slack_pct=35.2
export IMPL_openroad_warnings=31
export IMPL_sw_frac_of_total_pct=39.4
export IMPL_floorplan_die_height_um=370
export IMPL_clock_tree_htree_level_count=3
export IMPL_finalSetupViolations=0
export IMPL_timing_final_hold_violations=0
export IMPL_n_antenna_cell=0
export IMPL_grt_antenna_before_repair=2
export IMPL_ys_async_sr_fraction_pct=35.7
export IMPL_hp_class="reg -> reg"
export IMPL_largest_register_ffs=576
export IMPL_root_buffer="sky130_fd_sc_hd__clkbuf_16"
export IMPL_worstPathRequired_ns=5.84
export IMPL_post_cts_setup_buffer_count=0
export IMPL_synth_flop_type="sky130_fd_sc_hd__edfxtp_1"
export IMPL_internal_power_mw=12.8
export IMPL_post_synth_cell_area_avg_um2=12.1
export IMPL_fp_row_count=134
export IMPL_setup_repair_after_global_routing_missed_its_margin="no"
export IMPL_detailed_place_area_um2=43700
export IMPL_net_switching_power_mw=8.34
export IMPL_synth_chip_area_um2=40700
export IMPL_grt_pass1_vias=29203
export IMPL_top_cell_area_share_pct=42.5
export IMPL_grt_overflow_total=0
export IMPL_clk_pin_slew_ns=0.06
export IMPL_max_slew_worst_pin_slew_ns=0.968
export IMPL_end_kind="output pin"
export IMPL_die_w_um=370
export IMPL_vias=28977
export IMPL_power_density_nw_per_um2=452
export IMPL_place_hpwl_mm=81.5
export IMPL_result_of_the_run="completed"
export IMPL_pwr_share_comb_pct=43.1
export IMPL_max_freq_ghz=0.147
export IMPL_synth_yosys_num_cells=3356
export IMPL_syn2layout_area_growth_pct=14.9
export IMPL_drtPass1Iterations=6
export IMPL_post_route_drc_count=0
export IMPL_grt_first_pass_wirelength_mm=190
export IMPL_synth_warnings=5
export IMPL_ctsHoldBuffers=0
export IMPL_post_synth_top_area_cell="sky130_fd_sc_hd__edfxtp_1"
export IMPL_number_of_violations_of_the_max_capacitance_limit=0
export IMPL_yosys_cell_types_count=85
export IMPL_slew_violations=0
export IMPL_seq_power_share_pct=34.5
export IMPL_placeableCoreArea_um2=134000
export IMPL_global_route_usage_total_pct=19.5
export IMPL_dr_first_iter_drc_count=2565
export IMPL_io_pin_count=50
export IMPL_flip_flops_with_a_built_in_enable=576
export IMPL_globalplace_congestion=0.951
export IMPL_critPathTopFamily="simple AND/OR/NAND/NOR gates"
export IMPL_floorplanUtilization_pct=30.4
export IMPL_chip_footprint_um2=137000
export IMPL_fin_skew_ns=0.0825
export IMPL_finalCoreUtilization_pct=34.9
export IMPL_top_cell="sky130_fd_sc_hd__edfxtp_1"
export IMPL_post_synth_inst_count=3356
export IMPL_fin_total_pwr_mw=21.2
export IMPL_route_antenna_remaining_nets=0
export IMPL_worst_setup_path_type="reg -> out"
export IMPL_flops_out_of_synthesis=911
export IMPL_clock_path_buffers=3
export IMPL_grt_start_max_net_pins=165
export IMPL_avgViaCountPerCell=5.48
export IMPL_cp_start_kind="flip-flop"
export IMPL_post_synth_most_frequent_cells="sky130_fd_sc_hd__edfxtp_1 (576), sky130_fd_sc_hd__a21oi_1 (363), sky130_fd_sc_hd__nand2_1 (340), sky130_fd_sc_hd__dfrtp_1 (325), sky130_fd_sc_hd__o21ai_0 (242)"
export IMPL_r2r_setup_slack_ns=1.65
export IMPL_finalClockPeriodUsage_pct=93.5
export IMPL_post_synth_instance_area_um2=40700
export IMPL_final_area_um2=46800
export IMPL_cts_resized_gates=0
export IMPL_crit_fanout=10
export IMPL_routed_wl_mm=127
export IMPL_leakage_nw=17.4
export IMPL_numClockSinks=911
-- kinds of logic (layout without fill, tap and decap cells) --
kind of cell    Yosys count  in the layout  synth area share, %
compound gates         1066           1066                 17.1
flops                   911            911                 62.9
simple gates            874            874                 10.5
buf+inv                 323            481                 3.65
fa+ha+maj                91             91                 3.71
mux                      73             73                 1.80
xor+xnor                 17             17                0.366
other cells               1              3              0.00921
-- stage by stage --
stage | instances | setup slack (ns)
floorplan | 3358 | 2.11
global placement | 5112 | 1.06
global route | 5284 | 0.0257
finish | 5284 | 0.476
detailed placement | 5112 | 1.10
CTS | 5284 | 0.349
-- worst paths after layout --
path                                start  cells after the start         endpoint
max                        row_valid_f[2]                     12       out_finish
min reg2reg                 in_row_reg[4]                      0  in_row_reg_2[4]
min                         in_row_reg[4]                      0  in_row_reg_2[4]
max in group asynchronous           rst_n                      3   row_valid_f[0]
max reg2reg                row_valid_f[2]                     13    vector[25][4]
min in group asynchronous           rst_n                      1    vector[12][2]
-- cell usage in the layout (no fill, tap or decap), types with 29 or more instances in the layout --
cell type,instances
sky130_fd_sc_hd__clkdlybuf4s50_1,45
sky130_fd_sc_hd__a222oi_1,72
sky130_fd_sc_hd__nand2_1,340
sky130_fd_sc_hd__inv_1,89
sky130_fd_sc_hd__clkbuf_16,95
sky130_fd_sc_hd__a221oi_1,82
sky130_fd_sc_hd__nand3_1,44
sky130_fd_sc_hd__a22o_1,58
sky130_fd_sc_hd__nand4_1,63
sky130_fd_sc_hd__o21ai_0,242
sky130_fd_sc_hd__nor3_1,34
sky130_fd_sc_hd__ha_1,40
sky130_fd_sc_hd__a22oi_1,105
sky130_fd_sc_hd__nor2b_1,29
sky130_fd_sc_hd__nor2_1,141
sky130_fd_sc_hd__and2_1,51
sky130_fd_sc_hd__edfxtp_1,576
sky130_fd_sc_hd__fa_1,50
sky130_fd_sc_hd__dfrtp_1,324
sky130_fd_sc_hd__mux2i_1,70
sky130_fd_sc_hd__a21oi_1,361
sky130_fd_sc_hd__buf_4,171
-- metal layers --
layer  track usage, %  vias up  part of all wire (%)  wire [um]
li1                 -    12967                     -          -
met1             26.7    14319                    40      50500
met2             28.8     1442                    45      57300
met3             9.01      241                    12      14800
met4             5.43        8                   3.3       4180
met5             1.05        -                  0.15        196
-- final cells by class --
type	count	area, um2	share of cell area (%)
Clock buffer	121	2540	5.44
Timing Repair Buffer	220	1810	3.87
Sequential cell	911	25600	54.8
Inverter	89	334	0.714
Tap cell	1768	2210	4.73
Multi-Input combinational cell	2124	13800	29.4
Clock inverter	51	497	1.06
-- worst reg2reg max path: cells and delay by family, from the launching register on --
kind	cells	cell delay, ns
buf+inv	3	1.52
flops	1	0.49
simple gates	8	3.09
compound gates	2	0.41
-- power by group through the flow --
stage | Combinational, mW | Clock (mW) | Sequential (mW)
CTS | 9.12 | 4.81 | 7.29
finish | 9.13 | 4.73 | 7.30
global route | 10.3 | 5.00 | 7.41
Power is estimated from default activity; no workload was simulated.
