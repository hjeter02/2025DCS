[config.mk]
export PLATFORM = sky130hd
export DESIGN_NAME = MAC
export DESIGN_NICKNAME = MAC
export VERILOG_FILES = /design/flow/design.v
export SDC_FILE = /design/flow/constraint.sdc
export NUM_CORES = 4
export LEC_CHECK = 1
export CORE_UTILIZATION = 30
[constraint.sdc]
current_design MAC

set clk_period 33.5
set clk_io_pct 0.2

create_clock -name clk0 -period $clk_period [get_ports {clk}]

set non_clock_inputs [all_inputs -no_clocks]
set_input_delay [expr $clk_period * $clk_io_pct] -clock clk0 $non_clock_inputs
set_output_delay [expr $clk_period * $clk_io_pct] -clock clk0 [all_outputs]
[design.v]
module MAC(
	clk,
	rst_n,
	in_valid,
	in_mode,
	in_act,
	in_wgt,
	out_act_idx,
	out_wgt_idx,
	out_idx,
    out_valid,
	out_data,
	out_finish
);
input clk, rst_n, in_valid, in_mode;
input [0:7][3:0] in_act;
input [0:8][3:0] in_wgt;
output logic [3:0] out_act_idx, out_wgt_idx, out_idx;
output logic out_valid, out_finish;
output logic [0:7][11:0] out_data;
logic cs, ns;
logic mode;
logic [3:0] cnt_reg, cnt, cnt_nxt;
logic [0:7][0:7][3:0] in;  
logic [0:9][0:9][3:0] act;  
logic [0:8][3:0] wgt;
logic [0:7][0:8][3:0] a;
logic [0:8][3:0] w;
logic [0:7][11:0] d;
logic [0:7][11:0] data;
logic [2:0] out_cnt;  
logic out_valid_nxt;
always @(*) begin
	case (cs)
	0: ns = (in_valid)? 1 : cs;
	1: ns = (out_finish)? 0 : cs;
	endcase
end
always @(posedge clk or negedge rst_n) begin
	if (~rst_n) begin
		cs <= 0;
	end else begin
		cs <= ns;
	end
end
always @(posedge clk or negedge rst_n) begin
	if (~rst_n) begin
		mode <= 0;
	end else if (in_valid) begin  
		mode <= in_mode;
	end	else begin  
		mode <= mode;
	end
end
assign out_act_idx = cnt;
assign out_wgt_idx = cnt + 1;
always @(*) begin
	if (in_valid) begin
		cnt_nxt = 0;
	end else if (cnt == 15) begin  
		cnt_nxt = 0;
	end else begin
		cnt_nxt = cnt + 1;
	end
end
always @(posedge clk or negedge rst_n) begin
	if (!rst_n) begin
		cnt <= 0;
		cnt_reg <= 0;
	end
	else begin
		cnt <= cnt_nxt;
		cnt_reg <= cnt;
	end
end
genvar i;
genvar j;
generate
	for (i = 0; i < 8; i = i + 1) begin  
		for (j = 0; j < 8; j = j + 1) begin  
			always @(posedge clk or negedge rst_n) begin
				if (~rst_n) begin
					in[i][j] <= 0;
				end else if (i == out_act_idx) begin  
					in[i][j] <= in_act[j];
				end else begin
					in[i][j] <= in[i][j];  
				end
			end
		end
	end
endgenerate
generate
	for(i = 0;i<10; i = i+1)begin
		assign act[0][i] = 0;
		assign act[9][i] = 0;
		assign act[i][0] = 0;
		assign act[i][9] = 0;
	end
	for (i = 1; i < 9; i = i + 1) begin
		for (j = 1; j < 9; j = j + 1) begin
			assign act[i][j] = in[i-1][j-1]; 
		end
	end
endgenerate
generate
	for (i = 0; i < 9; i = i + 1) begin  
		always @(posedge clk or negedge rst_n) begin  
			if (~rst_n) begin
				wgt[i] <= 0;
			end else begin
				wgt[i] <= in_wgt[i];
			end
		end
	end
endgenerate
always @(*) begin
	if (mode) begin  
		case (cnt - 2)  
		0:begin  
			for (integer n = 0; n < 8; n = n + 1) begin
				a[n][0] = act[0][n];
				a[n][1] = act[0][n + 1];
				a[n][2] = act[0][n + 2];
				a[n][3] = act[1][n];
				a[n][4] = act[1][n + 1];
				a[n][5] = act[1][n + 2];
				a[n][6] = act[2][n];
				a[n][7] = act[2][n + 1];
				a[n][8] = act[2][n + 2];
			end
		end
		1:begin  
			for (integer n = 0; n < 8; n = n + 1) begin
				a[n][0] = act[1][n];
				a[n][1] = act[1][n + 1];
				a[n][2] = act[1][n + 2];
				a[n][3] = act[2][n];
				a[n][4] = act[2][n + 1];
				a[n][5] = act[2][n + 2];
				a[n][6] = act[3][n];
				a[n][7] = act[3][n + 1];
				a[n][8] = act[3][n + 2];
			end
		end
		2:begin  
			for (integer n = 0; n < 8; n = n + 1) begin
				a[n][0] = act[2][n];
				a[n][1] = act[2][n + 1];
				a[n][2] = act[2][n + 2];
				a[n][3] = act[3][n];
				a[n][4] = act[3][n + 1];
				a[n][5] = act[3][n + 2];
				a[n][6] = act[4][n];
				a[n][7] = act[4][n + 1];
				a[n][8] = act[4][n + 2];
			end
		end
		3:begin  
			for (integer n = 0; n < 8; n = n + 1) begin
				a[n][0] = act[3][n];
				a[n][1] = act[3][n + 1];
				a[n][2] = act[3][n + 2];
				a[n][3] = act[4][n];
				a[n][4] = act[4][n + 1];
				a[n][5] = act[4][n + 2];
				a[n][6] = act[5][n];
				a[n][7] = act[5][n + 1];
				a[n][8] = act[5][n + 2];
			end
		end
		4:begin  
			for (integer n = 0; n < 8; n = n + 1) begin
				a[n][0] = act[4][n];
				a[n][1] = act[4][n + 1];
				a[n][2] = act[4][n + 2];
				a[n][3] = act[5][n];
				a[n][4] = act[5][n + 1];
				a[n][5] = act[5][n + 2];
				a[n][6] = act[6][n];
				a[n][7] = act[6][n + 1];
				a[n][8] = act[6][n + 2];
			end
		end
		5:begin  
			for (integer n = 0; n < 8; n = n + 1) begin
				a[n][0] = act[5][n];
				a[n][1] = act[5][n + 1];
				a[n][2] = act[5][n + 2];
				a[n][3] = act[6][n];
				a[n][4] = act[6][n + 1];
				a[n][5] = act[6][n + 2];
				a[n][6] = act[7][n];
				a[n][7] = act[7][n + 1];
				a[n][8] = act[7][n + 2];
			end
		end
		6:begin  
			for (integer n = 0; n < 8; n = n + 1) begin
				a[n][0] = act[6][n];
				a[n][1] = act[6][n + 1];
				a[n][2] = act[6][n + 2];
				a[n][3] = act[7][n];
				a[n][4] = act[7][n + 1];
				a[n][5] = act[7][n + 2];
				a[n][6] = act[8][n];
				a[n][7] = act[8][n + 1];
				a[n][8] = act[8][n + 2];
			end
		end
		7:begin  
			for (integer n = 0; n < 8; n = n + 1) begin
				a[n][0] = act[7][n];
				a[n][1] = act[7][n + 1];
				a[n][2] = act[7][n + 2];
				a[n][3] = act[8][n];
				a[n][4] = act[8][n + 1];
				a[n][5] = act[8][n + 2];
				a[n][6] = act[9][n];
				a[n][7] = act[9][n + 1];
				a[n][8] = act[9][n + 2];
			end
		end
		default:begin  
			for (integer n = 0; n < 8; n = n + 1) begin
				for (integer m = 0; m < 9; m = m + 1) begin
					a[n][m] = 0;
				end
			end
		end
		endcase
	end else begin  
		for (integer n = 0; n < 8; n = n + 1) begin
			for (integer m = 0; m < 9; m = m + 1) begin
				a[n][m] = act [n + 1][m + 1];
			end
		end
	end
end
generate
	for (i = 0; i < 9; i = i + 1) begin
		always @(*) begin
			w[i] = wgt[i];  
			if (~mode) begin  
				if (i == 8) begin
					w[i] = 0;
				end
			end
		end
	end
endgenerate
genvar n;
generate
	for (n = 0; n < 8; n = n + 1) begin  
		always @(*) begin
			data[n] =  a[n][0]*w[0] + a[n][1]*w[1] + a[n][2]*w[2] + a[n][3]*w[3] + a[n][4]*w[4] + a[n][5]*w[5] + a[n][6]*w[6] + a[n][7]*w[7] + a[n][8]*w[8];
		end
	end
endgenerate
generate
	for (i = 0; i < 8; i = i + 1) begin
		always @(posedge clk or negedge rst_n) begin
			if (~rst_n) begin  
				out_data[i] <= 0;
			end else begin  
				out_data[i] <= data[i];
			end
		end
	end
endgenerate
assign out_cnt = (mode)? (cnt - 2) : (cnt - 8);  
always @(*) begin
	out_valid_nxt = 0;
	if (in_valid) begin
		out_valid_nxt = 0;
	end else if (mode && cs) begin  
		out_valid_nxt = ((cnt >= 2) && (cnt <= 9));
	end else if (~mode && cs) begin  
		out_valid_nxt = ((cnt >= 8) && (cnt <= 15));
	end
end
always @(posedge clk or negedge rst_n) begin
	if (~rst_n) begin  
		out_valid <= 0;
	end else begin  
		out_valid <= out_valid_nxt;
	end 
end
always @(posedge clk or negedge rst_n) begin
	if (~rst_n) begin
		out_idx[2:0] <= 0;
	end else begin
		out_idx[2:0] <= out_cnt;  
	end
end
always @(posedge clk or negedge rst_n) begin
	if (~rst_n) begin
		out_idx[3] <= 0;
	end else begin
		out_idx[3] <= ~mode;  
	end
end
always @(posedge clk or negedge rst_n) begin
	if (~rst_n) begin
		out_finish <= 0;
	end else begin
		out_finish <= out_valid && (out_cnt == 7);  
	end
end
endmodule
[run.sh]
#!/bin/bash
# OpenROAD 26Q1-2900-gdf79404cd8, Yosys 0.63+post, stock flow scripts
make -C /OpenROAD-flow-scripts/flow DESIGN_CONFIG=/design/flow/config.mk WORK_HOME=/design/flow/orfs finish
==> job_summary.md <==
### Metrics collected by this job

| Metric | Value |
|---|---|
| Hold Crit Depth | 1 |
| Biggest register | in |
| Post-synth ARST share | 100% |
| Worst Skew | 0.0199 ns |
| Adder share | 44.2% |
| YS warnings | 1 |
| Area Overhead vs Synth | 10.5% |
| Synth Instances | 6408 |
| Worst Path Required | 34.12 ns |
| Mux share | 4.65% |
| Top cell area share | 32.3% |
| Core Util, Final | 33.4% |
| Yosys Chip Area | 0.0620 mm² |
| Post-DP HPWL | 213000 µm |
| Placer's final routability congestion estimate | 1.06 |
| Final setup violation count | 0 |
| Log Warnings | 51 |
| Synth top cells by count | inv_1, fa_1, ha_1 |
| Slew Limit Fails | 0 |
| Clock slew at reported path FFs | 0.06 ns |
| Logic family by area | adder cells |
| EDFF count, synth | 0 |
| Simple share | 16.2% |
| Dominant flop cell | dfrtp_1 |
| Yosys Instances | 6408 |
| Htree depth | 2 |
| Hold Fails Final Rpt | 0 |
| Initial antenna violation count | 30 |
| Seq cells post-synth | 400 |
| Core box area | 0.205 mm² |
| Library cells used by synthesis | 71 |
| Reg2Reg Depth | 26 |
| Initial DRC count | 4364 |
| Crit end category | register |
| # clock sinks | 400 |
| Max reg flops | 256 |
| Worst-case clock buffer depth | 3 |
| Largest net degree at the start of global routing | 112 |
| Pre-CTS setup slack | 23.49 ns |
| Startpoint types | register |
| Overflow after GRT | 0 |
| Post-CTS Setup Bufs | 0 |
| Register share after synthesis | 16.1% |
| Global-route wire length before repair | 381000 µm |
| Worst EP arrival | 10.79 ns |
| Top cells by area | fa_1, dfrtp_1, ha_1 |
| Largest area contributor in the netlist | fa_1 |
| Worst Tran Pin Value | 1.28 ns |
| Achievable Freq | 98.4 MHz |
| Total GRT Usage | 26.9% |
| MaxCap Viol Count | 0 |
| CTS tree | yes |
| DRT Wirelength | 267000 µm |
| Most numerous cell in the Yosys netlist | inv_1 |
| Hold_buf cts | 0 |
| Number of buffers created by CTS | 52 |
| Post-Syn Area | 0.0620 mm² |
| IO Port Bufs | 181 |
| Slew headroom | 14.6% |
| Unrepaired setup endpoints after global routing | no |
| Initial Utilization | 30.2% |
| DRT Pass-1 Iters | 9 |
| Outcome | finished, final reports clean |
| Post-route setup TNS | 0 ns |
| Synth Area in XOR/XNOR | 0.678% |
| Drt wl/cell | 29.1 µm |
| Die W | 457 µm |
| Vias/cell | 5.33 |
| Period Utilization, post-route | 30.3% |
| Drt drc | 0 |
| Detailed-route via count | 48800 |
| Worst Setup Path Type | register to register |
| Post-route ant nets | 0 |
| Post-cts resize count | 0 |
| Largest registers | in: 256 flops, out_data: 96 flops, wgt: 36 flops |
| Peak fanout along the critical path | 48 |
| Hold WC Path Type | register to register |
| Minimum clock period after layout | 10.16 ns |
| Row count | 166 |
| Number of global-route vias before repair | 51400 |
| Share of layout cells above drive strength 1 | 11.9% |
| Top Ports | 182 |
| Die height | 457 µm |
| Final setup margin | 23.34 ns |
| Syn_area_per_cell | 9.68 µm² |
| Die area | 0.209 mm² |
| Area fraction in compound gates | 7.27% |
| Clk latency of the worst-skew pair | 0.72 ns |
| CTS root buf | clkbuf_16 |
## cell families after synthesis
kind of cell / count (synthesis)
fa+ha+maj: 1593
mux: 256
simple gates: 1781
xor+xnor: 48
buf+inv: 1682
compound gates: 648
flops: 400
## critical path: stages (launching register included)
cell	delay, ns
dfrtp_1	0.54
inv_1	0.16
ha_1	0.23
ha_1	0.40
o311a_4	0.60
and2_2	0.68
buf_4	0.69
a2111oi_0	0.24
and3_1	0.51
or3b_2	0.60
fa_1	0.52
fa_1	0.55
inv_1	0.05
fa_1	0.38
fa_1	0.57
fa_1	0.45
fa_1	0.40
fa_1	0.51
inv_1	0.05
fa_1	0.47
inv_1	0.04
ha_1	0.32
nor2b_1	0.15
o21ai_0	0.28
a21oi_1	0.15
a211oi_1	0.25
xnor2_1	0.16
## stage by stage
step / hold slack [ns] / area (µm²) / instances
after floorplan: 0.398 / 62000 / 6408
after global placement: 0.454 / 66700 / 9058
after detailed placement: 0.460 / 66700 / 9058
after CTS: 0.475 / 68500 / 9155
after global routing: 0.527 / 68500 / 9156
final: 0.480 / 68500 / 9166
## cells in the final DEF (no fill, tap or decap), types with 13 or more instances in the layout
cell,netlist,layout
o211ai_1,19,19
a222oi_1,38,38
a221oi_1,24,24
o21ai_0,279,279
xnor2_1,33,33
nand2_1,283,281
a2bb2oi_1,13,13
buf_4,16,182
nand4_1,20,20
dfrtp_1,400,399
nor2_1,279,279
or2_2,115,115
a22o_1,23,23
and2_1,70,67
and3_1,310,310
inv_1,1279,1279
a2111oi_0,29,29
nor2b_1,40,32
nand3b_1,22,22
nand3_1,240,240
nor3b_1,256,255
clkdlybuf4s50_1,0,180
nor3_1,23,23
ha_1,594,594
a21oi_1,24,24
a22oi_1,116,116
mux2_2,256,256
xor2_1,15,15
a2111oi_2,12,13
or3b_2,64,64
clkbuf_16,0,52
fa_1,999,999
## path summary, 6_finish.rpt
path                             start      endpoint  slack (ns)
max in group asynchronous        rst_n       in[184]       24.58
min in group asynchronous        rst_n  out_data[41]        5.89
worst max-delay path            cnt[1]  out_data[33]       23.34
worst min register to register      cs            cs        0.48
worst min-delay path                cs            cs        0.48
worst max register to register  cnt[1]  out_data[33]       23.34
## metal layers
layer	vias up	share of wire, %	global-route usage, %	wire (µm)
li1	20700	-	-	-
met1	24700	36	33.2	97400
met2	2655	44	38.8	117000
met3	686	13	13.6	35000
met4	18	6.7	14.0	17800
met5	-	0.078	0.528	207
## area by class of cell
cell class | instances | area, µm²
diodes | 11 | 27.5
fillers | 20500 | 136000
clock inverters | 31 | 353
multi-input cells | 4326 | 45400
well taps | 2688 | 3360
clock buffers | 66 | 1420
flip-flops and latches | 400 | 10000
repair buffers | 364 | 3200
inverters | 1280 | 4800
