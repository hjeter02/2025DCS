==> flow/run.sh <==
#!/bin/bash
# OpenROAD 26Q1-2900-gdf79404cd8, Yosys 0.63+post, stock flow scripts
make -C /OpenROAD-flow-scripts/flow DESIGN_CONFIG=/design/flow/config.mk WORK_HOME=/design/flow/orfs finish
==> flow/config.mk <==
export PLATFORM = sky130hd
export DESIGN_NAME = DT
export DESIGN_NICKNAME = DT
export VERILOG_FILES = /design/flow/design.v
export SDC_FILE = /design/flow/constraint.sdc
export NUM_CORES = 4
export LEC_CHECK = 1
export CORE_UTILIZATION = 30
==> flow/constraint.sdc <==
current_design DT

set clk_period 7.0
set clk_io_pct 0.2

create_clock -name clk0 -period $clk_period

set non_clock_inputs [all_inputs -no_clocks]
set_input_delay [expr $clk_period * $clk_io_pct] -clock clk0 $non_clock_inputs
set_output_delay [expr $clk_period * $clk_io_pct] -clock clk0 [all_outputs]
==> flow/design.v <==
module DT(
	in_n0,
	in_n1,
	in_n2,
	in_n3,
    out_n0,
    out_n1,
    out_n2,
    out_n3,
    out_n4,
	ack_n0,
	ack_n1,
	ack_n2,
	ack_n3
);
input [19:0] in_n0, in_n1, in_n2, in_n3;
output logic [17:0] out_n0, out_n1, out_n2, out_n3, out_n4;
output logic ack_n0, ack_n1, ack_n2, ack_n3;
logic [3:0] dist_out_n0, dist_out_n1, dist_out_n2, dist_out_n3, dist_out_n4;
logic [1:0] sum_out0, sum_out1, sum_out2, sum_out3, sum_out4;
logic [4:0] use_n0;   
always_comb begin
	dist_out_n0 = {
		in_n3[19] & (~in_n3[18]) & (~in_n3[17]) & (~in_n3[16]),
	    in_n2[19] & (~in_n2[18]) & (~in_n2[17]) & (~in_n2[16]),
		in_n1[19] & (~in_n1[18]) & (~in_n1[17]) & (~in_n1[16]),
		in_n0[19] & (~in_n0[18]) & (~in_n0[17]) & (~in_n0[16])
	};
	dist_out_n1 = {
		in_n3[19] & (~in_n3[18]) & (~in_n3[17]) & (in_n3[16]),
	    in_n2[19] & (~in_n2[18]) & (~in_n2[17]) & (in_n2[16]),
		in_n1[19] & (~in_n1[18]) & (~in_n1[17]) & (in_n1[16]),
		in_n0[19] & (~in_n0[18]) & (~in_n0[17]) & (in_n0[16])
	};
	dist_out_n2 = {
		in_n3[19] & (in_n3[17]) & (~in_n3[16]),
	    in_n2[19] & (in_n2[17]) & (~in_n2[16]),
		in_n1[19] & (in_n1[17]) & (~in_n1[16]),
		in_n0[19] & (in_n0[17]) & (~in_n0[16])
	};
	dist_out_n3 = {
		in_n3[19] & (in_n3[17]) & (in_n3[16]),
	    in_n2[19] & (in_n2[17]) & (in_n2[16]),
		in_n1[19] & (in_n1[17]) & (in_n1[16]),
		in_n0[19] & (in_n0[17]) & (in_n0[16])
	};
	dist_out_n4 = {
		in_n3[19] & (in_n3[18]),
	    in_n2[19] & (in_n2[18]),
		in_n1[19] & (in_n1[18]),
		in_n0[19] & (in_n0[18])
	};
end
assign sum_out0 = (dist_out_n0[3] + dist_out_n0[2]) + (dist_out_n0[1] + dist_out_n0[0]);
assign sum_out1 = (dist_out_n1[3] + dist_out_n1[2]) + (dist_out_n1[1] + dist_out_n1[0]);
assign sum_out2 = (dist_out_n2[3] + dist_out_n2[2]) + (dist_out_n2[1] + dist_out_n2[0]);
assign sum_out3 = (dist_out_n3[3] + dist_out_n3[2]) + (dist_out_n3[1] + dist_out_n3[0]);
assign sum_out4 = (dist_out_n4[3] + dist_out_n4[2]) + (dist_out_n4[1] + dist_out_n4[0]);
always_comb begin
    out_n0[17:16] = ((dist_out_n0[3] + dist_out_n0[2]) + (dist_out_n0[1] + dist_out_n0[0]) < 2) ? sum_out0[1:0] : 2'b10;
    out_n1[17:16] = ((dist_out_n1[3] + dist_out_n1[2]) + (dist_out_n1[1] + dist_out_n1[0]) < 2) ? sum_out1[1:0] : 2'b10;
    out_n2[17:16] = ((dist_out_n2[3] + dist_out_n2[2]) + (dist_out_n2[1] + dist_out_n2[0]) < 2) ? sum_out2[1:0] : 2'b10;
    out_n3[17:16] = ((dist_out_n3[3] + dist_out_n3[2]) + (dist_out_n3[1] + dist_out_n3[0]) < 2) ? sum_out3[1:0] : 2'b10;
    out_n4[17:16] = ((dist_out_n4[3] + dist_out_n4[2]) + (dist_out_n4[1] + dist_out_n4[0]) < 2) ? sum_out4[1:0] : 2'b10;
end
always_comb begin
	out_n0[15:0] = 0;
	ack_n0 = 0;
	ack_n1 = 0;
	ack_n2 = 0;
	ack_n3 = 0;
	if (dist_out_n0[0] == 1) begin
		out_n0[15:0] = in_n0[15:0];
		ack_n0 = 1;
	end
	else if (dist_out_n0[1] == 1) begin
		out_n0[15:0] = in_n1[15:0];
		ack_n1 = 1;
	end
	else if (dist_out_n0[2] == 1) begin
		out_n0[15:0] = in_n2[15:0];
		ack_n2 = 1;
	end
	else if (dist_out_n0[3] == 1) begin
		out_n0[15:0] = in_n3[15:0];
		ack_n3 = 1;
	end
	out_n1[15:0] = 0;
	if (dist_out_n1[0] == 1) begin
		out_n1[15:0] = in_n0[15:0];
		ack_n0 = 1;
	end
	else if (dist_out_n1[1] == 1) begin
		out_n1[15:0] = in_n1[15:0];
		ack_n1 = 1;
	end
	else if (dist_out_n1[2] == 1) begin
		out_n1[15:0] = in_n2[15:0];
		ack_n2 = 1;
	end
	else if (dist_out_n1[3] == 1) begin
		out_n1[15:0] = in_n3[15:0];
		ack_n3 = 1;
	end
	out_n2[15:0] = 0;
	if (dist_out_n2[0] == 1) begin
		out_n2[15:0] = in_n0[15:0];
		ack_n0 = 1;
	end
	else if (dist_out_n2[1] == 1) begin
		out_n2[15:0] = in_n1[15:0];
		ack_n1 = 1;
	end
	else if (dist_out_n2[2] == 1) begin
		out_n2[15:0] = in_n2[15:0];
		ack_n2 = 1;
	end
	else if (dist_out_n2[3] == 1) begin
		out_n2[15:0] = in_n3[15:0];
		ack_n3 = 1;
	end
	out_n3[15:0] = 0;
	if (dist_out_n3[0] == 1) begin
		out_n3[15:0] = in_n0[15:0];
		ack_n0 = 1;
	end
	else if (dist_out_n3[1] == 1) begin
		out_n3[15:0] = in_n1[15:0];
		ack_n1 = 1;
	end
	else if (dist_out_n3[2] == 1) begin
		out_n3[15:0] = in_n2[15:0];
		ack_n2 = 1;
	end
	else if (dist_out_n3[3] == 1) begin
		out_n3[15:0] = in_n3[15:0];
		ack_n3 = 1;
	end
	out_n4[15:0] = 0;
	if (dist_out_n4[0] == 1) begin
		out_n4[15:0] = in_n0[15:0];
		ack_n0 = 1;
	end
	else if (dist_out_n4[1] == 1) begin
		out_n4[15:0] = in_n1[15:0];
		ack_n1 = 1;
	end
	else if (dist_out_n4[2] == 1) begin
		out_n4[15:0] = in_n2[15:0];
		ack_n2 = 1;
	end
	else if (dist_out_n4[3] == 1) begin
		out_n4[15:0] = in_n3[15:0];
		ack_n3 = 1;
	end
end
endmodule
==> Slide: Implementation Results <==
Run Summary

STA
  – Final setup fails: 0
  – RSZ-0062 raised after global routing: no
  – Setup TNS: 0 ps
  – Rel. slew slack: 0.336
  – Final Max Slew Viols: 0
  – Final hold violations: 0
  – Fmax: 0.173 GHz
  – Cycle use final: 0.826
  – Least-Margin Pin Slew: 990 ps
  – Setup ws final: 1220 ps
  – Tmin final: 5780 ps

Die
  – Row cnt: 35
  – Fp util: 0.308
  – Die Height: 99.1 um
  – Ports: 174
  – Chip area: 0.00982 sq mm
  – Core Area: 0.00920 sq mm
  – Die X: 99.1 um

Flow run
  – OpenROAD warning count: 33
  – Max cap viols: 0

Layout
  – CLK BUF: 0
  – Share of post-route cells with drive strength above 1: 0.0906
  – Reg area: 0 sq um
  – Fill cell count: 898
  – Logic area: 0.00257 sq mm
  – FFs & Latches: 0
  – Syn-to-layout area delta: 64.6%
  – Non-Filler Instances: 696

Global routing
  – Vias in the first global route: 4,026
  – Initial antenna violation count: 0
  – Total grt overflow: 0
  – Largest net degree at the start of global routing: 36
  – GR Util All Layers: 0.289
  – First-pass GRT wire length: 22.3 mm

Drt
  – First-pass DRT Iterations: 6
  – Final antenna diode count: 0
  – Vias: 4,335
  – DRT iter0 DRCs: 403
  – Via density: 6.23
  – DR DRC count: 0
  – WL/cell: 21.0 um
  – ANT nets after route: 0
  – Total wire length: 14.6 mm

Worst setup path
  – Critical path fanouts, max: 18
  – Crit Path Category: in2out
  – Critical path endpoint category: primary output
  – CP arrival: 4380 ps
  – Crit start category: input port
  – Req. time, crit path: 5600 ps

Power
  – P_sw: 124 uW
  – Sw Ratio: 0.427
  – IR Drop Worst-Case VDD: 0.0000322 V
  – Static Leak: 1.61 nW
  – Cell Pwr Density: 62.1 mW/mm^2
  – Post-layout power: 289 uW
  – Clock share of power: 0
  – Comb power frac: 1.000
  – Sequential cell fraction of total power: 0
  – P_int: 166 uW

Logic synthesis
  – Area leader, netlist: a221o_1
  – Dominant cells by area after synthesis: a221o_1 (11%), nand2_1 (9.3%), a221oi_1 (8.4%)
  – Synth warnings: 1
  – Sequential fraction of the synthesis area: 0
  – Mapped cell area: 0.00283 sq mm
  – Syn Area/Cell: 6.43 sq um
  – Post-synthesis chip area from yosys: 0.00283 sq mm
  – Yosys cell types: 45
  – Post-synth top area share: 0.106
  – Cells after synthesis: 440
  – Ys cells: 440

CTS
  – Postcts setup bufs: 0
  – Post-CTS Hold Buffers: 0
  – Post-cts resize count: 0

Outcome
  – Status: completed

Placed design
  – # port buffers: 174
  – Placed Cells: 696
  – HPWL Detailed: 9.95 mm
  – RD Place Congestion: 0.894
  – Post-place setup slack: 1250 ps

Hold path
  – Hold crit path type: in2out
==> critical path, cell delays in order <==
cell and delay [ps]:
clkdlybuf4s50_1 550, and3_1 590, inv_2 320, fa_1 580, inv_1 40, ha_1 170, nand2b_1 150, nor2_1 80
clkdlybuf4s50_1 480
==> cells by family after synthesis <==
kind of cell             synth area share
AND-OR/OR-AND                       0.505
AND/OR/NAND/NOR                     0.326
buffers and inverters               0.107
adder cells (fa/ha/maj)            0.0619
==> synthesized netlist by cell type, types with 6 or more instances <==
cell type / n
nand3_1: 18
ha_1: 6
o21ai_1: 17
a221o_1: 30
a221oi_1: 27
a22oi_1: 28
nand4_1: 15
nor2_1: 43
nand2_1: 70
clkbuf_1: 20
a221oi_2: 9
buf_2: 18
a21oi_1: 47
inv_1: 17
o31ai_2: 9
o31ai_1: 9
==> per-stage QoR <==
stage	utilization	area (sq um)	hold slack, ps
after floorplan	-	2830	2840
after global routing	0.506	4660	3770
after CTS	0.506	4660	3740
after global placement	0.506	4660	3720
final	0.506	4660	3740
after detailed placement	0.506	4660	3730
==> final cells by class <==
| class | count | share of cell area |
|---|---|---|
| repair buffers | 191 | 0.401 |
| multi-input cells | 372 | 0.551 |
| inverters | 22 | 0.0177 |
| well taps | 111 | 0.0298 |
==> layer usage <==
metal	track usage	part of all wire
met1	0.413	0.43
met2	0.445	0.44
met3	0.0629	0.11
met4	0.0735	0.019
met5	0	0
==> layout by cell type, fill, tap and decap left out, types with 15 or more instances in the layout <==
cell,count
clkdlybuf4s50_1,174
a221oi_1,27
a22oi_1,28
o21ai_1,17
nand4_1,15
nor2_1,42
nand3_1,18
buf_4,17
inv_1,17
a221o_1,30
a21oi_1,47
nand2_1,70
==> final timing paths <==
kind	from	end	cells after the start
max	in_n1[17]	out_n3[16]	9
min	in_n0[19]	ack_n0	2
==> power by group through the flow <==
| stage | clock network, mW | logic, mW | registers [mW] |
|---|---|---|---|
| finish | 0 | 0.289 | 0 |
| global route | 0 | 0.311 | 0 |
| CTS | 0 | 0.287 | 0 |
No activity file was given, so power comes from the tool's default toggle rates.
